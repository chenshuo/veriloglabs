==> design/flow/design.v <==
module sha1shift(
  input clk, en,
  input [31:0] in,
  output [31:0] out
);
  reg [31:0] words[0:15];
  assign out = words[0];
  wire [31:0] xor_word = words[2] ^ words[7] ^ words[13] ^ words[15];
  wire [31:0] next_word = en ? in : {xor_word[30:0], xor_word[31]};
  integer i;
  always @ (posedge clk)
  begin
      for (i = 0; i < 15; i = i + 1)
        words[i+1] <= words[i];
      words[0] <= next_word;
  end
endmodule
==> design/flow/run.sh <==
#!/bin/bash
# OpenROAD 26Q1-2900-gdf79404cd8, Yosys 0.63+post, stock flow scripts
make -C /OpenROAD-flow-scripts/flow DESIGN_CONFIG=/design/flow/config.mk WORK_HOME=/design/flow/orfs finish
==> design/flow/config.mk <==
export PLATFORM = sky130hd
export DESIGN_NAME = sha1shift
export DESIGN_NICKNAME = sha1shift
export VERILOG_FILES = /design/flow/design.v
export SDC_FILE = /design/flow/constraint.sdc
export NUM_CORES = 4
export LEC_CHECK = 1
export CORE_UTILIZATION = 50
==> design/flow/constraint.sdc <==
current_design sha1shift

set clk_period 1.9
set clk_io_pct 0.2

create_clock -name clk0 -period $clk_period [get_ports {clk}]

set non_clock_inputs [all_inputs -no_clocks]
set_input_delay [expr $clk_period * $clk_io_pct] -clock clk0 $non_clock_inputs
set_output_delay [expr $clk_period * $clk_io_pct] -clock clk0 [all_outputs]
==> Changelog: implementation <==
## Implementation

* Status: finished clean
* Worst VDD drop at between 1 and 1.5 mV
* RSZ-0062 raised after global routing: no
* Largest net degree at the start of global routing at between 60 and 70
* Slowest CP cell: clkdlybuf4s50_1
* Critical Path AT at between 1000 and 1500 ps
* Rows at approximately 54
* Clock root cell: clkbuf_16
* Initial Util at between 50% and 60%
* Crit. End Element: output pin
* CTS clk-pin slew, worst paths at roughly 60 ps
* Vias in the first global route at about 4600
* Slew headroom at between 70% and 80%
* Hold Path Class: flip-flop to flip-flop
* Chip Footprint at 0.0235 mm²
* Setup TNS at 0 ps
* Final ANT Viol Nets at 0
* Max Clk Rate at just under 600 MHz
* Max FFs per register at between 500 and 600
* Via count at about 4500
* DRC at 0
* Final setup fails at 0
* Tool warnings at 25
* Core area at around 0.022 mm²
* Critical Path Fanout Max at 2
* Pwr dens at around 2300 mW/mm²
* Crit path launch type: flip-flop
* Avg Cell Area, Syn at 16.9 µm²
* Routed WL per cell at 11.6 µm
* Yosys Warn Count at 2
* WHS Path Cells at 0
* Final Wtd Congestion at 0.769
* Initial antenna violation count at 0
* Global-route wire length before repair at about 22 mm
* Crit-path leading delay family: buffers and inverters
* CP peak stage delay at 470 ps
* Top reg by flops: words
* Setup Fix Bufs, Post-CTS at 0
* I/O pin total at 66
* Cells after Synth at around 680
* Register bit total from synthesis at about 510
* Violation tally from detailed-route iteration zero at 145
* Crit Path Category: flip-flop to output pin
* P_leak at roughly 5.7 nW
* Total power at roughly 32 mW
* Final min period at approximately 1700 ps
* CTS Buf Count at 45
* Cells resized by post-CTS repair at 0
* Antenna Cells at 0
* Slew Viols, Final at 0
* Slew @ Worst Pin at around 360 ps
* Worst endpoint required time at 1520 ps
* Layout cells sized above 1 at roughly a tenth
* Fin Hold WS at roughly 320 ps
* Clk sinks at just over 500
* Clock Latency Late Sink at between 500 and 600 ps
* Cell Chain, Critical Path: clkdlybuf4s50_1
* Clock skew at ~7.4 ps
* Synth cell types at 7
* CTS H-tree lvls at 2
* DRT Pass-1 Iters at 4
* R2R cell count at 3
* Number of max-cap violations at 0
* Yosys chip area at 0.0114 mm²
* Maximum clock insertion buffer count at 3
* DIE WIDTH at ~150 µm
* Grt ovf at 0
* Count of buffers from port buffering at 65
* Area growth from synthesis to layout at 22.3%
* GRT Util Overall at between 10% and 20%
* Largest registers: words (512)
* DIE HEIGHT at approximately 150 µm
* CTS tree: done
* WP depth at 1
* Final period util at around nine tenths
* Final wirelength at roughly 13 mm
* WP buf/inv at 1
* Vias per cell at 4.11
* Netlist Area Pre-Place at about 0.011 mm²
* Sequential share of the synthesized area at between 80% and 90%
* Dpl hpwl at around 6.6 mm
* Cell count in the Yosys report at between 600 and 700
* Cts-stage hold buffer count at 0
* Fin. Hold Viols at 0
-- through the flow --
step	area, µm²	utilization, %	std cells	worst slack (ps)
finish	14000	63.2	1102	200
global route	14000	63.2	1102	135
CTS	14000	63.2	1102	165
detailed placement	12400	56.0	1018	736
global placement	12400	56.0	1018	757
floorplan	11400	-	679	979
-- worst register-to-register path: cells and delay by family, from the launching register on --
kind            cells  cell delay (ps)
flops               1              310
xor+xnor            2              470
compound gates      1               80
-- synth_stat cells (all sizes together) --
master	instances	area, µm²
nand2	32	120
dfxtp	512	10200
o21ai	32	194
buf	7	42.5
xnor2	96	841
-- routing by layer --
metal	share of wire [%]	global-route usage, %
met2	38	15.7
met1	54	21.7
met3	5.1	3.09
met5	0	0
met4	2.7	3.32
-- where the power goes --
group,total (mW),switching (mW),internal [mW],leakage [nW]
Sequential,18.4,1.84,16.5,4.32
Combinational,4.05,1.57,2.48,0.576
Clock,9.19,3.56,5.64,0.778
-- worst paths after layout --
kind | startpoint | endpoint | slack (ps)
worst max register to register | words[13][8] | words[0][9] | 920
worst min register to register | words[6][27] | words[7][27] | 320
worst max-delay path | words[0][18] | out[18] | 200
worst min-delay path | words[6][27] | words[7][27] | 320
-- cells in the final DEF, fill, tap and decap left out --
| cell type | count |
|---|---|
| clkbuf_1 | 11 |
| buf_12 | 1 |
| nand2_1 | 32 |
| clkbuf_16 | 47 |
| o21ai_2 | 9 |
| clkinvlp_4 | 1 |
| buf_2 | 1 |
| o21ai_1 | 23 |
| xnor2_1 | 96 |
| bufinv_16 | 4 |
| clkbuf_8 | 14 |
| dfxtp_1 | 512 |
| inv_6 | 1 |
| clkdlybuf4s50_1 | 64 |
| clkinv_2 | 6 |
-- kinds of logic after synthesis --
kind of cell / count (synthesis) / share of synthesized area (%)
AOI/OAI and AO/OA: 32 / 1.69
xor gates and xnor gates: 96 / 7.35
buffers and inverters: 7 / 0.372
DFF: 512 / 89.5
and+or+nand+nor: 32 / 1.05
-- layout make-up --
class | instances | area (µm²)
sequential | 512 | 10200
fill | 1575 | 8160
clock buffer | 72 | 1410
multi-input combinational | 160 | 1150
timing repair buffer | 66 | 666
tap | 280 | 350
clock inverter | 12 | 166
Power figures rest on the tool's default switching activity, not on a simulated workload.
