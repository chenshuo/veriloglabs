==> ./design.v <==
module mem (
  input clk, we,
  input [31:0] wdata,
  input [3:0] waddr,
  input [3:0] raddr,
  output reg [31:0] q
);
  reg [31:0] ram [0:15];
  always @(posedge clk)
  begin
    if(we) begin
      ram[waddr] <= wdata;
    end
    q <= ram[raddr];
  end
endmodule
==> ./run.sh <==
#!/bin/bash
# OpenROAD 26Q1-2900-gdf79404cd8, Yosys 0.63+post, stock flow scripts
make -C /OpenROAD-flow-scripts/flow DESIGN_CONFIG=/design/flow/config.mk WORK_HOME=/design/flow/orfs finish
==> ./config.mk <==
export PLATFORM = sky130hd
export DESIGN_NAME = mem
export DESIGN_NICKNAME = mem
export VERILOG_FILES = /design/flow/design.v
export SDC_FILE = /design/flow/constraint.sdc
export NUM_CORES = 4
export LEC_CHECK = 1
export CORE_UTILIZATION = 30
==> ./constraint.sdc <==
current_design mem

set clk_period 7.8
set clk_io_pct 0.2

create_clock -name clk0 -period $clk_period [get_ports {clk}]

set non_clock_inputs [all_inputs -no_clocks]
set_input_delay [expr $clk_period * $clk_io_pct] -clock clk0 $non_clock_inputs
set_output_delay [expr $clk_period * $clk_io_pct] -clock clk0 [all_outputs]
==> flow_summary.ini <==
; physical design summary
[status]
status = complete, no violations

[synthesis]
syn_area_sq_mm = 0.01985
edf_count = 512
ys_ff = 544
ys_chip_area_sq_mm = 0.01985
syn_inst = 838
yosysSeqAreaShare = 0.8067
synthTopCellsByArea = edfxtp_1, mux4_2, dfxtp_1
yosys.cell_types.count = 18
synth.top_cell.area_share = 0.7744
synth.yosys.warnings = 1
async_flop_share = 0
top_area_cell = edfxtp_1
most_common_cell = edfxtp_1
syn_area_per_cell_sq_um = 23.69
yosys-stat-cells = 838
synthTopCellsByCount = edfxtp_1, mux4_2, a22oi_1
ys.flop_type = edfxtp_1

[power_and_ir_drop]
p_leak_nw = 7.279
p_per_area_mw_per_mm2 = 258.0
ir_drop_uv = 166.0
p_total_mw = 6.054

[finish]
mi_logic_area_sq_mm = 0.003750
design_area_sq_mm = 0.02347
layout-drive-gt1-share = 0.2538
area_growth_pct = 18.19
final_core_util = 0.3614
fillers = 5834
regArea_sq_mm = 0.01602
finalNonFillerCells = 1848

[timing]
relSlewSlack = 0.4846
fin_crit_ns = 3.241
rsz0062_at_grt = false
whs_ns = 0.6639
fin_worst_skew_ns = 0.007681
finalHoldViolCount = 0
period_used_share = 0.4155
setup_ws_ns = 4.559
finalMaxSlewViolations = 0
finalSetupViolCount = 0
fmax_ghz = 0.3086
setup_tns_ns = 0
worst_pin_slew_ns = 0.7731

[setup_path]
reg2reg_from = ram[11][31]
arrival_ns = 3.45
cp_num_cells = 4
crit_type = in -> reg
cp_top_family = buffers and inverters
r2r_cells = 3
r2r-end = q[31]
rrSetupSlack_ns = 6.45
path_cells = clkdlybuf4s50_1 -> or3b_2 -> nor3_2 -> buf_4
slowest_delay_ns = 0.63
slowest_stage = buf_4
start_kind = input port
critPathCaptureType = flip-flop
cp-startpoint = we
crit_required_ns = 8.01
cp-endpoint = ram[0][2]
critPathBufInv = 2
cp_max_fo = 32

[die]
fp_util = 0.3058
die_w_um = 259.3
die_h_um = 259.3
core_area_sq_mm = 0.06493
ios = 74
die_area_sq_mm = 0.06721
row_count = 93

[clock_network]
cts_tree = built
ctsLongestPathBuffers = 3
numCtsBuffers = 54
clk_latency_ns = 0.59
cts_resized = 0
root_buffer = clkbuf_16
cts_hold_buffers = 0
cts.sinks = 544
clk_pin_slew_ns = 0.06
cts-htree-levels = 2
post-cts-setup-buffers = 0

[routing]
drc = 0
drt-total-wl_mm = 43.71
wire_per_inst_um = 23.65
drtIter0Drc = 623
ant_nets = 0
vias = 8975
viasPerCell = 4.857
insertedDiodeCount = 0
firstDrtPassIters = 7

[global_routing]
grt_pass1_wl_mm = 64.60
antenna_found_initial = 3
grt_max_degree = 52
grtUsageTotal = 0.1432
overflow = 0
first_global_vias = 10230

[placed_design]
place_inst = 1748
placed_cell_area_sq_mm = 0.02175
dp_hpwl_mm = 20.25
port_buffers = 73
gp_congestion = 0.7407
pre_cts_slack_ns = 3.929

[job]
warnings = 25
cap_violations = 0

[worst_hold_path]
hold_class = reg -> reg
-- worst min-delay path by stage --
stage | startpoint | to | slack [ns] | depth (start not counted)
CTS | ram[12][0] | q[0] | 0.67 | 3
global route | ram[14][0] | q[0] | 0.70 | 3
finish | ram[12][0] | q[0] | 0.66 | 3
-- routing by layer --
layer	vias to the layer above	wire [um]	track usage
met2	604	19920	0.2040
li1	3798	-	-
met5	-	35	0
met1	4498	14920	0.1668
met3	69	8132	0.1291
met4	6	706	0.02092
-- area by class of cell --
cell class                 count  area share
sequential                   544      0.6825
multi-input combinational    251      0.1598
tap                          855     0.04559
timing repair buffer          98     0.03919
clock inverter                18    0.004745
clock buffer                  82     0.06819
-- worst register-to-register path, stage by stage (launching register included) --
cell	delay (ns)
edfxtp_1	0.35
mux4_2	0.48
a22oi_1	0.21
nand2_1	0.16
-- registers in the layout (all words and copies together) (netlist names) --
| signal | cells |
|---|---|
| ram | 512 |
| q | 32 |
-- cell usage in the layout, fill, tap and decap left out --
cell type,count
edfxtp_1,512
clkinvlp_4,2
clkdlybuf4s50_1,71
a22oi_1,64
nand3_1,1
bufinv_16,1
or3b_2,1
clkinv_1,7
nand3b_1,2
nand2b_1,2
clkbuf_1,17
clkbuf_8,9
nand2_1,33
and2_2,1
dfxtp_1,32
nor3_2,4
clkbuf_16,57
nor2b_4,2
mux4_2,128
nor2_4,13
clkinv_2,8
buf_4,26
-- cells by family after synthesis --
| group | synth area share |
|---|---|
| DFF | 0.8067 |
| muxes | 0.1452 |
| AOI/OAI and AO/OA | 0.02420 |
| and+or+nand+nor | 0.01273 |
| buffers and inverters | 0.01122 |
-- report_power, final --
| part | leakage (nW) | switching [mW] | total (mW) | internal [mW] |
|---|---|---|---|---|
| clock | 0.837 | 1.02 | 2.46 | 1.44 |
| sequential | 4.89 | 0.0229 | 3.29 | 3.27 |
| combinational | 1.55 | 0.156 | 0.298 | 0.142 |
Power figures rest on the tool's default switching activity, not on a simulated workload.
